`config.mk`:
```
export PLATFORM = sky130hd
export DESIGN_NAME = dec5_32
export DESIGN_NICKNAME = dec5_32
export VERILOG_FILES = /design/flow/design.v
export SDC_FILE = /design/flow/constraint.sdc
export NUM_CORES = 4
export LEC_CHECK = 1
export CORE_AREA = 10 10 70 70
export DIE_AREA = 0 0 80 80
```
`constraint.sdc`:
```
current_design dec5_32

set clk_period 1.4
set clk_io_pct 0.2

create_clock -name clk0 -period $clk_period

set non_clock_inputs [all_inputs -no_clocks]
set_input_delay [expr $clk_period * $clk_io_pct] -clock clk0 $non_clock_inputs
set_output_delay [expr $clk_period * $clk_io_pct] -clock clk0 [all_outputs]
```
`design.v`:
```
`timescale 1ns/10ps
module dec1_2(out0, out1, sel, en);
	input logic sel, en;
	output logic out0, out1;
	logic temp;
	not #0.05 notGate (temp, sel);
	and #0.05 andGate0 (out0, temp, en);   
	and #0.05 andGate1 (out1, sel, en);   
endmodule
module dec1_2_testbench();
	logic sel, en;
	logic out0, out1;
	dec1_2 dut (.out0, .out1, .sel, .en);
	initial begin
		sel=0; en=1; #10;
		sel=0; #10;
		sel=1; en=0;#10;
		sel=1; en=1;#10;
		sel=0; #10;
		sel=1; #10;
		sel=0; en=0;#10;
		sel=0; #10;
	end
endmodule
module dec2_4(out, sel, en);
	input logic en;
	input logic [1:0] sel;
	output logic [3:0] out;
	logic v0, v1;
	dec1_2 d1 (.out0(v0), .out1(v1), .sel(sel[1]), .en);
	dec1_2 d2 (.out0(out[0]), .out1(out[1]), .sel(sel[0]), .en(v0));
	dec1_2 d3 (.out0(out[2]), .out1(out[3]), .sel(sel[0]), .en(v1));
endmodule
module dec2_4_testbench();
	logic [1:0] sel;
	logic en;
	logic [3:0] out;
	dec2_4 dut (.out, .sel, .en);
	integer i;
	initial begin
		en=0;
		for (i=0; i<4; i++) begin
			sel = i; #10;
		end
		en=1;
		for (i=0; i<4; i++) begin
			sel = i; #10;
		end
	end
endmodule
module dec4_16(out, sel, en);
	input logic en;
	input logic [3:0] sel;
	output logic [15:0] out;
	logic [3:0] v;
	dec2_4 d0 (.out(v), .sel(sel[3:2]), .en);
	dec2_4 d1 (.out(out[15:12]), .sel(sel[1:0]), .en(v[3]));
	dec2_4 d2 (.out(out[11:8]), .sel(sel[1:0]), .en(v[2]));
	dec2_4 d3 (.out(out[7:4]), .sel(sel[1:0]), .en(v[1]));
	dec2_4 d4 (.out(out[3:0]), .sel(sel[1:0]), .en(v[0]));
endmodule
module dec4_16_testbench();
	logic [3:0] sel;
	logic [15:0] out;
	logic en;
	dec4_16 dut (.out, .sel, .en);
	integer i;
	initial begin
		en=0;
		for (i=0; i<16; i++) begin
			sel = i; #10;
		end
		en=1;
		for (i=0; i<16; i++) begin
			sel = i; #10;
		end
	end
endmodule
module dec5_32(out, sel, en);
	input logic en;
	input logic [4:0] sel;
	output logic [31:0] out;
	logic [1:0] v;
	dec1_2 d0 (.out0(v[0]), .out1(v[1]), .sel(sel[4]), .en);
	dec4_16 d1 (.out(out[31:16]), .sel(sel[3:0]), .en(v[1]));
	dec4_16 d2 (.out(out[15:0]), .sel(sel[3:0]), .en(v[0]));
endmodule
module dec5_32_testbench();
	logic [4:0] sel;
	logic [31:0] out;
	logic en;
	dec5_32 dut (.out, .sel, .en);
	integer i;
	initial begin
		en=0;
		for (i=0; i<32; i++) begin
			sel = i; #10;
		end
		en=1;
		for (i=0; i<32; i++) begin
			sel = i; #10;
		end
	end
endmodule
```
`run.sh`:
```
#!/bin/bash
# OpenROAD 26Q1-2900-gdf79404cd8, Yosys 0.63+post, stock flow scripts
make -C /OpenROAD-flow-scripts/flow DESIGN_CONFIG=/design/flow/config.mk WORK_HOME=/design/flow/orfs finish
```
==> flow_metrics.py <==
# Flow results
metrics = {
    "cells_and_area": {
        "fin_area_um2": 898,
        "area_growth_pct": 91.0,
        "drive_gt1_frac": 0.745,
        "clkbuf_count": 0,
        "regArea_um2": 0,
        "seq_cells": 0,
    },
    "routing": {
        "finalWirelength_um": 1990,
        "drc_errors": 0,
        "viasPerCell": 3.44,
        "diodes": 0,
        "ant_nets": 0,
        "drtIter0Drc": 17,
        "wl_per_cell_um": 13.1,
        "first_pass_iters": 4,
        "vias": 523,
    },
    "outcome": {
        "status": "finished, violations left",
        "violations": "negative setup slack",
    },
    "synth": {
        "avgSynthCellArea_um2": 5.96,
        "ys_warn_count": 0,
        "ys_seq_share": 0,
        "area_leaders": "buf_4 (51%), nor2_1 (26%), nand4bb_1 (7.2%)",
        "synth_chip_area_um2": 470,
        "yosysUniqueCellTypes": 10,
        "largest_area_cell": "buf_4",
        "ys_top_cells_by_count": "buf_4 (32), nor2_1 (32), clkbuf_1 (3), nand4b_1 (3), nand4bb_1 (3)",
        "synth_area_um2": 470,
        "netlist_instances": 79,
        "ys_cells": 79,
        "synth.top_cell.area_share": 0.511,
    },
    "pwr": {
        "irDropWorstVdd_uv": 90.1,
        "p_leak_nw": 0.441,
        "design_power_total_uw": 169,
        "powerDensity_nw_per_um2": 188,
    },
    "floorplanning": {
        "top_level_ports": 38,
        "dieArea_um2": 6400,
        "die_w_um": 80,
        "core_area_um2": 3420,
        "fp_util": 0.138,
        "die_h_um": 80,
        "core.rowCount": 21,
    },
    "timing": {
        "finalHoldViolations": 0,
        "finalCriticalPeriod_ps": 1510,
        "max_freq_mhz": 661,
        "slew_viol_final": 0,
        "period_used_share": 1.08,
        "timing.hold.ws_ps": 964,
        "tightest_slew_ps": 263,
        "rsz0062_at_grt": "yes",
        "setup_ws_ps": -112,
        "setup_tns_ps": -631,
        "final-setup-viol-count": 13,
        "relSlewSlack": 0.824,
    },
    "setup_path": {
        "cp.arrival_ps": 1230,
        "critPathSlowestCell": "or4b_4",
        "critPathBufInv": 3,
        "critPathRequiredTime_ps": 1120,
        "cp-start-kind": "input port",
        "cpPeakStageDelay_ps": 540,
        "end_kind": "output pin",
        "cp_max_fo": 3,
        "crit_chain": "buf_8, or4b_4, buf_6, nor2_4, buf_2",
        "crit_family": "simple AND/OR/NAND/NOR gates",
        "path_class": "input port to output pin",
    },
    "place": {
        "place_area_um2": 687,
        "post-place-ws_ps": -876,
        "port_buffers": 38,
        "dp_hpwl_um": 1430,
        "gp_congestion": 0.692,
    },
    "global_routing": {
        "grt_pass1_wl_um": 3120,
        "grt_pass1_vias": 560,
        "antenna_found_initial": 0,
        "grt_overflow_total": 0,
        "grt_max_degree": 9,
        "grt_use_total": 0.0603,
    },
    "worst_hold_path": {
        "hold-path-endpoint": "out[6]",
        "hold_path.class": "input port to output pin",
        "hold_path.startpoint": "sel[0]",
        "holdPathStages": 5,
    },
    "run": {
        "drv_cap": 0,
        "openroad.warnings": 34,
    },
    "clock_tree": {
        "ctsHoldBuffers": 0,
    },
}
==> metal layers <==
| metal | vias to the layer above | GRT usage | part of all wire |
|---|---|---|---|
| li1 | 273 | - | - |
| met1 | 229 | 0.0833 | 0.48 |
| met2 | 21 | 0.0963 | 0.45 |
| met3 | 0 | 0.0170 | 0.072 |
| met4 | 0 | 0 | 0 |
| met5 | - | 0 | 0 |
==> final cells by class <==
type	instances	area [um2]
fillers	390	2520
well taps	46	57.6
repair buffers	62	494
multi-input cells	44	347
==> how the worst max path moves through the flow <==
stage | to | cells past startpoint | startpoint | slack, ps
after global routing | out[2] | 5 | sel[0] | -150
final | out[0] | 5 | sel[0] | -110
after CTS | out[0] | 5 | sel[3] | -150
==> repair_timing <==
item                                    CTS  global route
buffers inserted                         20             2
pin swaps                                40            17
gates resized                           130            31
endpoints found under the setup margin   32            21
==> through the flow <==
stage	cells	util
after floorplan	79	-
after global placement	132	0.201
after detailed placement	132	0.201
after CTS	150	0.248
after global routing	152	0.263
final	152	0.263
==> cells in the final DEF, fill, tap and decap left out <==
| cell type | instances |
|---|---|
| or4b_4 | 1 |
| nand2_2 | 1 |
| nor2_1 | 18 |
| buf_4 | 10 |
| nand4_1 | 1 |
| buf_12 | 2 |
| clkbuf_2 | 6 |
| buf_6 | 16 |
| nor2_4 | 4 |
| dlygate4sd2_1 | 5 |
| nand4b_1 | 3 |
| buf_2 | 22 |
| buf_8 | 1 |
| nor2_2 | 10 |
| or2_4 | 1 |
| nand4bb_4 | 3 |
| nand2b_4 | 2 |
==> power breakdown <==
group	internal [mW]	total (mW)	switching, mW
clock network	0	0	0
registers	0	0	0
logic	0.0989	0.169	0.0700
==> cell families after synthesis <==
family                 synth area share
AND/OR/NAND/NOR                   0.465
buffers and inverters             0.535
Power is estimated from default activity; no workload was simulated.
