File: ./run.sh
#!/bin/bash
# OpenROAD 26Q1-2900-gdf79404cd8, Yosys 0.63+post, stock flow scripts
make -C /OpenROAD-flow-scripts/flow DESIGN_CONFIG=/design/flow/config.mk WORK_HOME=/design/flow/orfs finish
File: ./config.mk
export PLATFORM = sky130hd
export DESIGN_NAME = SetSignals
export DESIGN_NICKNAME = SetSignals
export VERILOG_FILES = /design/flow/design.v
export SDC_FILE = /design/flow/constraint.sdc
export NUM_CORES = 4
export LEC_CHECK = 1
export CORE_AREA = 10 10 70 70
export DIE_AREA = 0 0 80 80
File: ./constraint.sdc
current_design SetSignals

set clk_period 2.5
set clk_io_pct 0.2

create_clock -name clk0 -period $clk_period

set non_clock_inputs [all_inputs -no_clocks]
set_input_delay [expr $clk_period * $clk_io_pct] -clock clk0 $non_clock_inputs
set_output_delay [expr $clk_period * $clk_io_pct] -clock clk0 [all_outputs]
File: ./design.v
module SetSignals(instruction, Reg2Loc, RegWrite, ALUSrc, ALUOp, MemWrite, read_enable, MemToReg, UncondBr, isAddIOp, isLSROp, xfer_size, flagEn);
	output logic Reg2Loc, RegWrite, ALUSrc, MemWrite, read_enable, MemToReg, UncondBr, isAddIOp, isLSROp, flagEn;
	output logic [2:0] ALUOp;
	input logic [31:0] instruction;
	logic [10:0] CPUOp;
	output logic [3:0] xfer_size;
	assign CPUOp = instruction[31:21];
	always_comb begin
		casex(CPUOp)
			11'b10001010000: begin
				Reg2Loc = 1'b1;
				RegWrite = 1'b1;
				ALUSrc = 1'b0;
				ALUOp = 3'b100;
				MemWrite = 1'b0;
				read_enable = 1'b0;
				MemToReg = 1'b0;
				UncondBr = 1'bx;
				isAddIOp = 1'b0;
				isLSROp = 1'b0;
				xfer_size = 4'bxxxx;
				flagEn = 1'b0;
			end 
			11'b10101011000: begin
				Reg2Loc = 1'b1;
				RegWrite = 1'b1;
				ALUSrc = 1'b0;
				ALUOp = 3'b010;
				MemWrite = 1'b0;
				read_enable = 1'b0;
				MemToReg = 1'b0;
				UncondBr = 1'bx;
				isAddIOp = 1'b0;
				isLSROp = 1'b0;
				xfer_size = 4'bxxxx;
				flagEn = 1'b1;
			end 
			11'b11001010000: begin
				Reg2Loc = 1'b1;
				RegWrite = 1'b1;
				ALUSrc = 1'b0;
				ALUOp = 3'b110;
				MemWrite = 1'b0;
				read_enable = 1'b0;
				MemToReg = 1'b0;
				UncondBr = 1'bx;
				isAddIOp = 1'b0;
				isLSROp = 1'b0;
				xfer_size = 4'bxxxx;
				flagEn = 1'b0;
			end 
			11'b11101011000: begin
				Reg2Loc = 1'b1;
				RegWrite = 1'b1;
				ALUSrc = 1'b0;
				ALUOp = 3'b011;
				MemWrite = 1'b0;
				read_enable = 1'b0;
				MemToReg = 1'b0;
				UncondBr = 1'bx;
				isAddIOp = 1'b0;
				isLSROp = 1'b0;
				xfer_size = 4'bxxxx;
				flagEn = 1'b1;
			end 
			11'b1001000100x: begin
				Reg2Loc = 1'bx;
				RegWrite = 1'b1;
				ALUSrc = 1'b1;
				ALUOp = 3'b010;
				MemWrite = 1'b0;
				read_enable = 1'b0;
				MemToReg = 1'b0;
				UncondBr = 1'bx;
				isAddIOp = 1'b1;
				isLSROp = 1'b0;
				xfer_size = 4'bxxxx;
				flagEn = 1'b0;
			end 
			11'b11111000010: begin
				Reg2Loc = 1'bx;
				RegWrite = 1'b1;
				ALUSrc = 1'b1;
				ALUOp = 3'b010;
				MemWrite = 1'b0;
				read_enable = 1'b1;
				MemToReg = 1'b1;
				UncondBr = 1'bx;
				isAddIOp = 1'b0;
				isLSROp = 1'b0;
				xfer_size = 4'b1000;
				flagEn = 1'b0;
			end 
			11'b11111000000: begin
				Reg2Loc = 1'b0;  
				RegWrite = 1'b0;
				ALUSrc = 1'b1;
				ALUOp = 3'b010;
				MemWrite = 1'b1;
				read_enable = 1'b0;
				MemToReg = 1'bx;
				UncondBr = 1'bx;
				isAddIOp = 1'b0;
				isLSROp = 1'b0;
				xfer_size = 4'b1000;
				flagEn = 1'b0;
			end 
			11'b10110100xxx: begin
				Reg2Loc = 1'b0;
				RegWrite = 1'b0;
				ALUSrc = 1'b0;
				ALUOp = 3'b000;
				MemWrite = 1'b0;
				read_enable = 1'b0;
				MemToReg = 1'bx;
				UncondBr = 1'b0;
				isAddIOp = 1'b0;
				isLSROp = 1'b0;
				xfer_size = 4'bxxxx;
				flagEn = 1'b1;
			end 
			11'b01010100xxx: begin
				Reg2Loc = 1'bx;
				RegWrite = 1'b0;
				ALUSrc = 1'bx;
				ALUOp = 3'bxxx;
				MemWrite = 1'b0;
				read_enable = 1'b0;
				MemToReg = 1'bx;
				UncondBr = 1'b0;
				isAddIOp = 1'b0;
				isLSROp = 1'b0;
				xfer_size = 4'bxxxx;
				flagEn = 1'b0;
			end 
			11'b000101xxxxx: begin
				Reg2Loc = 1'bx;
				RegWrite = 1'b0;
				ALUSrc = 1'bx;
				ALUOp = 3'bxxx;
				MemWrite = 1'b0;
				read_enable = 1'b0;
				MemToReg = 1'bx;
				UncondBr = 1'b1;
				isAddIOp = 1'b0;
				isLSROp = 1'b0;
				xfer_size = 4'bxxxx;
				flagEn = 1'b0;
			end 
			11'b11010011010: begin
				Reg2Loc = 1'bx;
				RegWrite = 1'b1;
				ALUSrc = 1'bx;
				ALUOp = 3'b000;
				MemWrite = 1'b0;
				read_enable = 1'b0;
				MemToReg = 1'b0;
				UncondBr = 1'bx;
				isAddIOp = 1'b0;
				isLSROp = 1'b1;
				xfer_size = 4'bxxxx;
				flagEn = 1'b0;
			end
			default: begin
				Reg2Loc = 1'bx;
				RegWrite = 1'b0;
				ALUSrc = 1'bx;
				ALUOp = 3'bxxx;
				MemWrite = 1'b0;
				read_enable = 1'bx;
				MemToReg = 1'bx;
				UncondBr = 1'bx;
				isAddIOp = 1'bx;
				isLSROp = 1'bx;
				xfer_size = 4'bxxxx;
				flagEn = 1'b0;
			end
		endcase
	end
endmodule
==> results.cfg <==
; synthesis and place-and-route metrics
[sta]
slew_violations = 0
max_freq_mhz = 408
final.setup.tns_ps = 0
grt_setup_unrepaired = true
finalHoldViolCount = 0
timing.hold.ws_ps = 1570
setup_viol = 0
period_used_pct = 98.0
setup_slack_ps = 49.4
min_period_ps = 2450

[global_route]
grt_usage_pct = 4.63
overflow = 0
antenna_found_initial = 0
grt_pass1_vias = 490
grt_first_pass_wirelength_um = 2480
grt_max_degree = 7

[hold_path]
holdPathEnd = MemWrite
hp-class = primary input to output pin
min-delay-start = instruction[22]
holdPathStages = 4

[synthesis]
ys_top_cells_by_area = nor3_2, buf_4, nand4bb_4
yosys_area_um2 = 389
avgSynthCellArea_um2 = 8.11
most_common_cell = nor2_1
synth.distinct_cells = 29
yosysTopAreaCell = nor3_2
synth_area_um2 = 389
synth.yosys.warnings = 1
ys_cells = 48
yosysSeqAreaShare_pct = 0
top_cell_area_share_pct = 7.72
top_cells_by_count = nor2_1, buf_4, nand2_1, nor3_2, nor4_1
synth_cells = 48

[floorplanning]
die_y_um = 80
coreArea_um2 = 3420
die_w_um = 80
die_area_um2 = 6400
io_pins = 49
row_count = 21
fp_util_pct = 11.4

[worst_setup_path]
required_ps = 2000
end_kind = output pin
crit_fanout = 4
cp.arrival_ps = 1950
crit_type = primary input to output pin
worst_setup_path_start_kind = primary input

[status]
status = complete, no violations

[power_and_ir_drop]
power_switching_share_pct = 47.0
p_int_mw = 0.0380
peakVddDrop_mv = 0.0258
cellPowerDensity_nw_per_um2 = 85.6
pwr-share-clk_pct = 0
p_total_mw = 0.0716
comb_power_share_pct = 100.0
power_leakage_nw = 0.395
power.share.sequential_pct = 0
power.switching_mw = 0.0337

[place]
place_hpwl_um = 1310
placed_area_um2 = 785
post-place-ws_ps = -389
port_buffers = 24
place_inst = 132
routabilityCongestion = 0.856

[routing]
drc = 0
viasPerCell = 3.73
vias = 511
diodes = 0
drtIter0Drc = 37
first_pass_iters = 4
wl_per_cell_um = 11.3
wl_um = 1550
antenna_left = 0

[finish]
drive_gt1_share_pct = 53.8
design.seq.count = 0
syn2layout_area_growth_pct = 115
final_area_um2 = 837
fin_cells = 137
comb_area_um2 = 409
fillers = 371
ff_latch_area_um2 = 0
utilization_pct = 24.5
nClkBuffers = 0

[flow_run]
maxCapViolations = 0
tool_warnings = 54

[clock_network]
hold_buffers = 0
[cells by family (layout without fill, tap and decap cells)]
logic type | after synthesis | count (layout) | share of synthesized area [%]
other | 2 | 4 | 1.93
XOR/XNOR | 1 | 1 | 2.25
AND/OR/NAND/NOR | 31 | 31 | 69.1
AND-OR/OR-AND | 8 | 8 | 17.0
buffers and inverters | 6 | 47 | 9.65
[worst max-delay path, stage by stage]
cell             delay [ps]
clkdlybuf4s15_1         210
nand4bb_4               260
nor3_2                  350
buf_4                   170
nor2_1                   30
clkdlybuf4s50_1         420
[cells in the final DEF, fill, tap and decap left out, drive strengths merged]
cell type	n
a211o	1
a21o	1
a21oi	1
a2bb2oi	1
and3	1
and4b	1
buf	26
clkbuf	3
clkdlybuf4s15	3
clkdlybuf4s50	9
conb	4
dlygate4sd2	3
dlymetal6s2s	1
inv	2
nand2	4
nand3	2
nand3b	2
nand4bb	1
nor2	6
nor3	5
nor3b	2
nor4	4
nor4b	1
nor4bb	1
o211a	1
o21ai	2
o41ai	1
or2	1
xnor2	1
[area by class of cell]
type                       count  area share, %
multi-input combinational     44           48.9
inverter                       2          0.897
tap                           46           6.88
timing repair buffer          45           43.3
[worst max-delay path by stage]
stage	from	to	slack (ps)	cells past startpoint
after CTS	instruction[24]	read_enable	7	6
final	instruction[24]	Reg2Loc	50	6
after global routing	instruction[30]	ALUOp[2]	-20	6
[per-layer routing]
metal | track usage (%) | up-vias | share of wire [%]
li1 | - | 265 | -
met4 | 0 | 0 | 0
met5 | 0 | - | 0
met2 | 6.42 | 17 | 39
met3 | 1.25 | 0 | 9.2
met1 | 7.23 | 229 | 51
[power groups by stage]
stage / logic, mW / registers, mW / clock network, mW
after CTS: 0.0722 / 0 / 0
after global routing: 0.0775 / 0 / 0
final: 0.0716 / 0 / 0
[timing repair]
action / 4_1_cts / 5_1_grt
gates resized: 42 / 11
pin swaps: 9 / 6
setup buffers: 4 / 1
setup endpoints to repair: 13 / 8
Power figures rest on the tool's default switching activity, not on a simulated workload.
